===== flow/design.v =====
module add_biases(out, in, biases, clk, rst);
parameter IN_CHANNELS = 1,
					IN_SIZE = 3,
					FILTERS = 1,
					KER_SIZE = 3,
					STRIDE = 1,
					PADDING = 0,
					NON_ZERO_WEIGHTS=6,
					BIT_SIZE = 16,
					OUTPUT_SIZE = (((IN_SIZE - KER_SIZE + 2*PADDING)/STRIDE)+1);
output reg [((OUTPUT_SIZE**2)*FILTERS*BIT_SIZE)-1:0] out;
input [((OUTPUT_SIZE**2)*FILTERS*BIT_SIZE)-1:0] in;
input [FILTERS*BIT_SIZE-1:0] biases;
input clk, rst;
wire [((OUTPUT_SIZE**2)*FILTERS*BIT_SIZE)-1:0] out_wire;
wire [((OUTPUT_SIZE**2)*BIT_SIZE)-1:0] channels [FILTERS-1:0];
generate
genvar j,k;
for (k=0; k<FILTERS; k=k+1) begin
    for (j=0; j<(OUTPUT_SIZE**2); j=j+1) begin : CSELA
        carrySelectAdder16bit csela_adder(.sum(out_wire[k*((OUTPUT_SIZE**2)*BIT_SIZE)+j*BIT_SIZE +: BIT_SIZE]), .in1(in[k*((OUTPUT_SIZE**2)*BIT_SIZE)+j*BIT_SIZE +: BIT_SIZE]), .in2(biases[k*BIT_SIZE +: BIT_SIZE]));
    end
end
endgenerate
integer l;
always @ (posedge clk) begin
if(!rst) begin
out <= 0;
end
else begin
for (l=0; l<(OUTPUT_SIZE**2)*FILTERS*BIT_SIZE; l=l+BIT_SIZE) begin
    if (out_wire [l + (BIT_SIZE-1)] == 0)
		    out [l +: BIT_SIZE] <= out_wire [l +: BIT_SIZE];
    else 
				out [l +: BIT_SIZE] <= 0;
end
end
end
endmodule
module carryLookAheadAdder4bit(sum, cout, a, b, c0);
output [3:0] sum;
output cout;
input [3:0] a,b;
input c0;
wire p0,p1,p2,p3,p0not,p1not,p2not,p3not;
wire g0,g1,g2,g3,g0not,g1not,g2not,g3not;
wire c1,c2,c3,c0not;
not(c0not,c0);
nand(g0not,a[0],b[0]);
not(g0,g0not);
xnor(p0not,a[0],b[0]);
not(p0,p0not);
nand(g1not,a[1],b[1]);
not(g1,g1not);
xnor(p1not,a[1],b[1]);
not(p1,p1not);
nand(g2not,a[2],b[2]);
not(g2,g2not);
xnor(p2not,a[2],b[2]);
not(p2,p2not);
nand(g3not,a[3],b[3]);
not(g3,g3not);
xnor(p3not,a[3],b[3]);
not(p3,p3not);
cy1 carry1(.c1(c1),.p0(p0),.c0(c0),.g0not(g0not));
cy2 carry2(.c2(c2),.p0(p0),.p1(p1),.c0not(c0not),.g0(g0),.g1not(g1not));
cy3 carry3(.c3(c3),.p1(p1),.p2(p2),.p0not(p0not),.c0(c0),.g0not(g0not),.g1(g1),.g2not(g2not));
cy4 carry4(.c4(cout),.p2(p2),.p3(p3),.p1(p1),.p0(p0),.c0not(c0not),.g0(g0),.g1(g1),.g2(g2),.g3(g3));
xor(sum[0],p0,c0);
xor(sum[1],p1,c1);
xor(sum[2],p2,c2);
xor(sum[3],p3,c3);
endmodule 
module cy1(c1,p0,c0,g0not);
output c1;
input p0,c0,g0not;
wire a;
nand(a,p0,c0);
nand(c1,a,g0not);
endmodule
module cy2(c2,p0,p1,c0not,g0,g1not);
output c2;
input p0,p1,c0not,g0,g1not;
wire a,b,c,d;
nand(a,p0,p1);
nor(c,a,c0not);
nand(b,p1,g0);
nand(d,b,g1not);
or(c2,c,d);
endmodule
module cy3(c3,p1,p2,p0not,c0,g0not,g1,g2not);
output c3;
input p1,p2,p0not,c0,g0not,g1,g2not;
wire a,b,c,e,f,g,h;
nand(a,p1,p2);
or(g,a,g0not);
nand(b,p2,g1);
nor(c,a,p0not);
nand(e,b,g2not);
nand(f,c,c0);
nand(h,f,g);
or(c3,h,e);
endmodule 
module cy4(c4,p2,p3,p1,p0,c0not,g0,g1,g2,g3);
output c4;
input p2,p3,p1,p0,c0not,g0,g1,g2,g3;
wire a,b,c,d,e,f,g,h,i,j,k,l,m;
and(a,p3,g2);
and(b,p3,p2);
nand(c,p3,p2);
nand(d,p1,g0);
nand(e,p3,p2);
nand(f,p1,p0);
nor(g,g3,a);
nand(h,b,g1);
or(i,c,d);
or(j,e,f);
and(k,h,i);
or(l,j,c0not);
and(m,k,l);
nand(c4,g,m);
endmodule 
module carrySelectAdder16bit(sum, in1, in2);
output [15:0] sum;
input [15:0] in1; 
input [15:0] in2;
wire c0,c1,c2,cout;
carrySlelectAdder4bit cla0(sum[3:0], c0, in1[3:0], in2[3:0], 1'b0);
carrySlelectAdder4bit cla1(sum[7:4], c1, in1[7:4], in2[7:4], c0);
carrySlelectAdder4bit cla2(sum[11:8], c2, in1[11:8], in2[11:8], c1);
carrySlelectAdder4bit cla3(sum[15:12], cout, in1[15:12], in2[15:12], c2);
endmodule
module carrySlelectAdder4bit (sum, cout, a, b, cin);
output [3:0] sum;
output cout;
input [3:0] a,b;
input cin;
wire [3:0] sum_0, sum_1;
wire cout_0, cout_1;
carryLookAheadAdder4bit cla0(sum_0[3:0], cout_0, a, b, 1'b0);
carryLookAheadAdder4bit cla1(sum_1[3:0], cout_1, a, b, 1'b1);
mux2to1 m0(sum[0], cin, sum_0[0], sum_1[0]);
mux2to1 m1(sum[1], cin, sum_0[1], sum_1[1]);
mux2to1 m2(sum[2], cin, sum_0[2], sum_1[2]);
mux2to1 m3(sum[3], cin, sum_0[3], sum_1[3]);
mux2to1 m4(cout, cin, cout_0, cout_1);
endmodule
module mux2to1(out, sel, in1 ,in2);
output out;
input sel,in1,in2;
wire a,b,c;
not(a,sel);
nand(b,in1,a);
nand(c,sel,in2);
nand(out,b,c);
endmodule

===== flow/constraint.sdc =====
current_design add_biases

set clk_period 8.5
set clk_io_pct 0.2

create_clock -name clk0 -period $clk_period [get_ports {clk}]

set non_clock_inputs [all_inputs -no_clocks]
set_input_delay [expr $clk_period * $clk_io_pct] -clock clk0 $non_clock_inputs
set_output_delay [expr $clk_period * $clk_io_pct] -clock clk0 [all_outputs]

===== flow/config.mk =====
export PLATFORM = sky130hd
export DESIGN_NAME = add_biases
export DESIGN_NICKNAME = add_biases
export VERILOG_FILES = /design/flow/design.v
export SDC_FILE = /design/flow/constraint.sdc
export NUM_CORES = 4
export LEC_CHECK = 1
export CORE_AREA = 10 10 85 85
export DIE_AREA = 0 0 95 95

===== flow/run.sh =====
#!/bin/bash
# OpenROAD 26Q1-2900-gdf79404cd8, Yosys 0.63+post, stock flow scripts
make -C /OpenROAD-flow-scripts/flow DESIGN_CONFIG=/design/flow/config.mk WORK_HOME=/design/flow/orfs finish

==> results.cfg <==
; physical design summary
[die]
rows = 27
core-area_sq_mm = 0.00547
io_pins = 50
dieArea_sq_mm = 0.00903
die_h_microns = 95
die_w_microns = 95
fp_util_pct = 21.7

[routing]
avgRoutedWirePerCell_microns = 11.0
postRouteAntennaNets = 0
vias_per_cell = 3.92
drt-initial-drc-count = 41
drc = 0
diodes = 0
drtPass1Iterations = 4
drt-total-wl_microns = 2810
vias = 1004

[cells_and_area]
finalInstanceArea_sq_mm = 0.00181
synthToLayoutAreaGrowth_pct = 52.5
comb_area_sq_um = 797
layout-drive-gt1-share_pct = 5.98
top_regs = out (16)
regArea_sq_um = 320
largest_register_ffs = 16
fillerInstances = 574
regMostFlops = out
utilization_pct = 33.1

[synthesis]
syn_inst = 132
syn_area_per_cell_sq_um = 9.00
top_area_cell = dfxtp_1
ys_seq_share_pct = 26.9
ys_warn_count = 1
synth_async_sr_flop_share_pct = 0
yosys_most_used_dff = dfxtp_1
synth_flops = 16
synth_top_area_share_pct = 26.9
ys_top_cells_by_area = dfxtp_1, ha_1, fa_1, xnor2_1, inv_1
yosysCellCount = 132
netlist_area_sq_mm = 0.00119
yosysUniqueCellTypes = 29
yosys_area_sq_mm = 0.00119
edf_count = 0

[timing]
hold_ws_ns = 2.18
setup_viol = 0
fin_tns_setup_ns = 0
slew_violations = 0
fin_crit_sh_pct = 45.6
finalCriticalPeriod_ns = 3.87
hold_viol = 0
fmax_mhz = 258
rsz0062_at_grt = no

[clocking]
postCtsResizedCells = 0
cts_setup_buffers = 0
hold_buffers = 0
cts.sinks = 16
tritoncts = done
cts_buffer_depth = 2
numCtsBuffers = 3
path_clk_slew_ns = 0.06
cts-root-buf = clkbuf_8
htree_levels = 1

[placement]
gp_congestion = 0.776
port-buffer-count = 49
dpl_cell_area_sq_mm = 0.00176
dpl.hpwl_microns = 2540

[setup_path]
path_class = in -> reg
worstPathRequired_ns = 8.67
crit_path_end_kind = flop
worst-path-max-fanout = 15
worstPathArrival_ns = 4.04
startpoint_type = input port

[grt]
grt_max_degree = 16
grt_overflow = 0
antenna_found_initial = 0
grt_pass1_wl_microns = 4520
track_usage_pct = 6.12
grt_pass1_vias = 1004

[pwr]
leakage_nw = 0.795
powerDensity_mw_per_mm2 = 131
ir_drop_mv = 0.0468

[outcome]
status = finished, final reports clean

[worst_hold_path]
hold_depth = 4
min_path_type = in -> reg

[job]
warning_count = 31
maxCapViolCount = 0
## path summary, 6_finish.rpt
check                      from                 to  slack [ns]
worst max-delay path      in[1]  out[7]$_SDFF_PN0_        4.63
worst min-delay path  biases[0]  out[0]$_SDFF_PN0_        2.18
## worst max-delay path, stage by stage
cell and delay (ns):
clkdlybuf4s50_1 0.45, ha_1 0.33, ha_1 0.20, o211ai_1 0.25
a21oi_1 0.17, o211ai_2 0.23, o21ai_1 0.11, mux2_4 0.40
nor3_1 0.20
## cell usage after synthesis (2+ instances only)
cell type and n:
nor3_1 6, nor2_1 15, ha_1 21, xnor2_1 7
nand2_1 7, o21ai_0 3, fa_1 4, o211ai_1 3
inv_1 16, xor2_1 4, and3_1 2, dfxtp_1 16
a21oi_1 9, o21a_1 4
## cells in the final DEF (no fill, tap or decap)
| master | instances |
|---|---|
| a2111oi_2 | 1 |
| a21boi_0 | 1 |
| a21o_1 | 1 |
| a21oi_1 | 9 |
| and2_2 | 1 |
| and3_1 | 2 |
| clkbuf_8 | 4 |
| clkdlybuf4s50_1 | 49 |
| conb_1 | 1 |
| dfxtp_1 | 16 |
| fa_1 | 4 |
| ha_1 | 21 |
| inv_1 | 16 |
| mux2_2 | 1 |
| mux2_4 | 1 |
| mux2i_1 | 1 |
| nand2_1 | 7 |
| nand3_1 | 1 |
| nand4_1 | 1 |
| nor2_1 | 15 |
| nor3_1 | 6 |
| o211ai_1 | 3 |
| o211ai_2 | 1 |
| o21a_1 | 4 |
| o21ai_0 | 3 |
| o21ai_1 | 1 |
| or2_2 | 1 |
| or3_2 | 1 |
| xnor2_1 | 7 |
| xor2_1 | 4 |
## layer usage
metal / part of all wire [%] / global-route usage [%]
met2: 48 / 9.78
met1: 43 / 8.34
met5: 0 / 0
met4: 0 / 0.374
met3: 8.7 / 1.92
## report_power, final
group          internal, mW  switching, mW  total (mW)
clock network        0.0410         0.0244      0.0654
registers            0.0836        0.00211      0.0857
logic                0.0521         0.0347      0.0869
## final cells by class
class	instances	area share, %
well taps	72	4.97
inverters	16	3.31
repair buffers	49	27.1
flip-flops and latches	16	17.7
multi-input cells	99	44.0
clock buffers	4	3.04
## per-stage QoR
step	power (mW)	setup slack [ns]	cells
2_1_floorplan	0.133	5.01	132
3_3_place_gp	0.176	4.45	252
3_5_place_dp	0.175	4.39	252
4_1_cts	0.242	4.63	256
5_1_grt	0.254	4.45	256
6_report	0.238	4.63	256
## logic make-up after synthesis
| group | Yosys count | synth area share (%) |
|---|---|---|
| and+or+nand+nor | 35 | 13.3 |
| other | 1 | 0.315 |
| muxes | 3 | 3.05 |
| xor gates and xnor gates | 11 | 8.11 |
| buffers and inverters | 17 | 6.00 |
| DFF | 16 | 26.9 |
| AOI/OAI and AO/OA | 24 | 13.5 |
| adders and majority gates | 25 | 28.8 |
Power figures rest on the tool's default switching activity, not on a simulated workload.
