==> design.v <==
module carrySelectAdder28bit(sum, in1, in2);
output [27:0] sum;
input [26:0] in1; 
input [27:0] in2;
wire [27:0] in1_padded;
assign in1_padded[26:0] = in1;
assign in1_padded[27] = in1[26];
wire c0,c1,c2,c3,c4,c5,c6,cout;
carrySlelectAdder4bit cla0(sum[3:0], c0, in1_padded[3:0], in2[3:0], 1'b0);
carrySlelectAdder4bit cla1(sum[7:4], c1, in1_padded[7:4], in2[7:4], c0);
carrySlelectAdder4bit cla2(sum[11:8], c2, in1_padded[11:8], in2[11:8], c1);
carrySlelectAdder4bit cla3(sum[15:12], c3, in1_padded[15:12], in2[15:12], c2);
carrySlelectAdder4bit cla4(sum[19:16], c4, in1_padded[19:16], in2[19:16], c3);
carrySlelectAdder4bit cla5(sum[23:20], c5, in1_padded[23:20], in2[23:20], c4);
carrySlelectAdder4bit cla6(sum[27:24], c6, in1_padded[27:24], in2[27:24], c5);
endmodule
module carryLookAheadAdder4bit(sum, cout, a, b, c0);
output [3:0] sum;
output cout;
input [3:0] a,b;
input c0;
wire p0,p1,p2,p3,p0not,p1not,p2not,p3not;
wire g0,g1,g2,g3,g0not,g1not,g2not,g3not;
wire c1,c2,c3,c0not;
not(c0not,c0);
nand(g0not,a[0],b[0]);
not(g0,g0not);
xnor(p0not,a[0],b[0]);
not(p0,p0not);
nand(g1not,a[1],b[1]);
not(g1,g1not);
xnor(p1not,a[1],b[1]);
not(p1,p1not);
nand(g2not,a[2],b[2]);
not(g2,g2not);
xnor(p2not,a[2],b[2]);
not(p2,p2not);
nand(g3not,a[3],b[3]);
not(g3,g3not);
xnor(p3not,a[3],b[3]);
not(p3,p3not);
cy1 carry1(.c1(c1),.p0(p0),.c0(c0),.g0not(g0not));
cy2 carry2(.c2(c2),.p0(p0),.p1(p1),.c0not(c0not),.g0(g0),.g1not(g1not));
cy3 carry3(.c3(c3),.p1(p1),.p2(p2),.p0not(p0not),.c0(c0),.g0not(g0not),.g1(g1),.g2not(g2not));
cy4 carry4(.c4(cout),.p2(p2),.p3(p3),.p1(p1),.p0(p0),.c0not(c0not),.g0(g0),.g1(g1),.g2(g2),.g3(g3));
xor(sum[0],p0,c0);
xor(sum[1],p1,c1);
xor(sum[2],p2,c2);
xor(sum[3],p3,c3);
endmodule 
module cy1(c1,p0,c0,g0not);
output c1;
input p0,c0,g0not;
wire a;
nand(a,p0,c0);
nand(c1,a,g0not);
endmodule
module cy2(c2,p0,p1,c0not,g0,g1not);
output c2;
input p0,p1,c0not,g0,g1not;
wire a,b,c,d;
nand(a,p0,p1);
nor(c,a,c0not);
nand(b,p1,g0);
nand(d,b,g1not);
or(c2,c,d);
endmodule
module cy3(c3,p1,p2,p0not,c0,g0not,g1,g2not);
output c3;
input p1,p2,p0not,c0,g0not,g1,g2not;
wire a,b,c,e,f,g,h;
nand(a,p1,p2);
or(g,a,g0not);
nand(b,p2,g1);
nor(c,a,p0not);
nand(e,b,g2not);
nand(f,c,c0);
nand(h,f,g);
or(c3,h,e);
endmodule 
module cy4(c4,p2,p3,p1,p0,c0not,g0,g1,g2,g3);
output c4;
input p2,p3,p1,p0,c0not,g0,g1,g2,g3;
wire a,b,c,d,e,f,g,h,i,j,k,l,m;
and(a,p3,g2);
and(b,p3,p2);
nand(c,p3,p2);
nand(d,p1,g0);
nand(e,p3,p2);
nand(f,p1,p0);
nor(g,g3,a);
nand(h,b,g1);
or(i,c,d);
or(j,e,f);
and(k,h,i);
or(l,j,c0not);
and(m,k,l);
nand(c4,g,m);
endmodule 
module carrySlelectAdder4bit (sum, cout, a, b, cin);
output [3:0] sum;
output cout;
input [3:0] a,b;
input cin;
wire [3:0] sum_0, sum_1;
wire cout_0, cout_1;
carryLookAheadAdder4bit cla0(sum_0[3:0], cout_0, a, b, 1'b0);
carryLookAheadAdder4bit cla1(sum_1[3:0], cout_1, a, b, 1'b1);
mux2to1 m0(sum[0], cin, sum_0[0], sum_1[0]);
mux2to1 m1(sum[1], cin, sum_0[1], sum_1[1]);
mux2to1 m2(sum[2], cin, sum_0[2], sum_1[2]);
mux2to1 m3(sum[3], cin, sum_0[3], sum_1[3]);
mux2to1 m4(cout, cin, cout_0, cout_1);
endmodule
module mux2to1(out, sel, in1 ,in2);
output out;
input sel,in1,in2;
wire a,b,c;
not(a,sel);
nand(b,in1,a);
nand(c,sel,in2);
nand(out,b,c);
endmodule
==> run.sh <==
#!/bin/bash
# OpenROAD 26Q1-2900-gdf79404cd8, Yosys 0.63+post, stock flow scripts
make -C /OpenROAD-flow-scripts/flow DESIGN_CONFIG=/design/flow/config.mk WORK_HOME=/design/flow/orfs finish
==> config.mk <==
export PLATFORM = sky130hd
export DESIGN_NAME = carrySelectAdder28bit
export DESIGN_NICKNAME = carrySelectAdder28bit
export VERILOG_FILES = /design/flow/design.v
export SDC_FILE = /design/flow/constraint.sdc
export NUM_CORES = 4
export LEC_CHECK = 1
export CORE_AREA = 10 10 84 84
export DIE_AREA = 0 0 94 94
==> constraint.sdc <==
current_design carrySelectAdder28bit

set clk_period 14.0
set clk_io_pct 0.2

create_clock -name clk0 -period $clk_period

set non_clock_inputs [all_inputs -no_clocks]
set_input_delay [expr $clk_period * $clk_io_pct] -clock clk0 $non_clock_inputs
set_output_delay [expr $clk_period * $clk_io_pct] -clock clk0 [all_outputs]
==> results.txt <==
Implementation results.

The launching element type of the critical path is an input pin. Synthesis produced a netlist whose cell count is 212. The worst path in the final design needs a cycle of about 8.4 ns, including I/O delays and setup. For this design the ratio of total power to cell area is 43.6 nW/um^2. The delay contributed by the slowest stage of the critical path is 0.48 ns. The number of antenna diodes in the final layout is 0. The buffer_ports step reported a buffer count of a little over 80.

The highest ir drop seen on vdd is approximately 19 uV. The count of maximum capacitance violations is 0. The final timing report lists a hold violation count of 0.

For this run, the total global-route usage over all layers was measured as 9.84%. Wires add up to 4.39 mm. Data on the critical path is required at its endpoint by 11.20 ns. The transition time at the pin with the least slew margin is approximately 0.37 ns.

The report shows a maximum critical-path fanout of 6. In the routed design, unresolved DRC markers number 0. Summing the areas of all fa, ha and maj instances in the mapped netlist gives 35.9% of the synthesized area. The run finished with clean final reports.

In this run the horizontal extent of the chip is 94 um. The layout summary lists the proportion of cells stronger than drive strength 1 as 7.14%. Before CTS, the worst setup slack after placement is 5.57 ns. The quantity of gates resized following cts is 0.

The half-perimeter wire length after detailed placement is 4.00 mm. The synthesized netlist occupies a cell area of 1750 sq um. The layout has 519 filler cells.

The setup total negative slack is 0 ns. The kind of critical path is input pin to primary output. The number of nets with antenna violations after detailed routing is 0.

The average footprint of a synthesized cell is about 8.3 sq um. The detailed router placed 1534 vias in this run. The via count of the first global-routing pass was roughly 1.6k.

Setup repair after global routing left no endpoint under its margin. The total setup buffers inserted after CTS is 0. Pins over their slew limit in the final report were tallied at 0. The die outline area is 8840 sq um. The gate family responsible for the most delay along the worst path is buffers and inverters.

Once the floorplan was initialized, standard cells occupied 33.6% of the core. The y dimension of the die is 94 um. After Yosys synthesis, XOR and XNOR cells account for about an eighth of the synthesized area. The worst min-delay path category is input pin to primary output. After floorplanning, the core was sized to cover between 5000 and 6000 sq um. The mean number of vias per cell is roughly 4.6. The stage logs contain a warning count of about 44. The buffers plus inverters on the worst setup path is 2. The I/O pin total is 83. The number of distinct library cells after synthesis is 36. Entering global routing, the biggest net connects 8 pins.

The total number of yosys warnings is 0. The script logs the mean routed wire length per placed instance as 13.1 um. The iteration count recorded for the first detailed-route pass is 4. The total setup violations reported at the end of the flow is 0. Compared with the post-synthesis result, the final layout area differs by 40.3%. The tightest slew margin relative to the limit is 74.9%. The first global-routing pass estimated 7.41 mm of wire. The aggregate global routing overflow is 0. The cell leakage power is 0.00110 uW. The floorplan has 26 rows.

The simple-gate area share of the yosys netlist is 10.2%. The number of cell instances after yosys synthesis is 212. The worst setup path is captured at a primary output. The congestion estimate from routability-driven global placement came to 0.840. Per the timing report, the achievable frequency comes out to 119 MHz. The final timing report gives a worst setup slack of 5.60 ns. The synthesis run identifies the leading combinational cell family as adder cells. The endpoint of the worst setup timing path is sum[18]. For this block, the initial DRC count from the detailed router was 44. Summing all multiplexer cells gives an area fraction of 0.644%. In this run the critical path is formed by clkdlybuf4s50_1, ha_1, ha_1, o211ai_1, nand2_1, a211oi_4, nand3_2, a31oi_1, xnor2_1, clkdlybuf4s50_1. For this run, the chip area from Yosys synthesis comes to 1750 sq um. The fraction of the mapped netlist area in compound gates is approximately a quarter.

The initial antenna violation count is 0. The number of logic stages on the critical path including buffering is 10. The layout has 0 clock buffers. In the finished design the tool counted flip-flops and latches totalling 0. The slowest stage cell on the critical path is sky130_fd_sc_hd__clkdlybuf4s50_1.

Dividing the final minimum period by the clock period gives 60.0%. For the worst setup path, the data arrival time is 5.60 ns. Overall power consumption after layout is estimated at between 100 and 150 uW. According to the timing report, the critical path is launched from in1[5]. Buffers inserted to repair hold after CTS numbered 0. The total area of sequential cells is 0 sq um.

Sequential elements use 0% of the synthesized area.
-- Yosys cell counts, drive strengths merged --
library cell  instances  area, sq um
a2111oi               2         36.3
a211oi                2         32.5
a21o                  8         62.6
a21oi                22          118
a31oi                 5         31.3
and2b                 1         8.76
and3                  1         7.51
buf                  28          210
clkbuf                1         3.75
fa                    7          140
ha                   39          488
inv                  19         71.3
mux2                  1         11.3
nand2                 9         33.8
nand3                 3         20.0
nand3b                1         7.51
nand4                 5         43.8
nor2                 11         41.3
o2111ai               1         8.76
o211a                 1         17.5
o211ai                5         42.5
o21ai                11         62.6
o21bai                1         7.51
or2                   1         6.26
or2b                  1         8.76
xnor2                12          105
xor2                 14          123
-- routing by layer --
metal  wire length (um)  track usage [%]  part of all wire (%)
met1               2070             13.0                    47
met5                  0                0                     0
met2               1980             16.9                    45
met4                  0                0                     0
met3                334             2.26                   7.6
-- layout by cell type, fill, tap and decap left out, types with 2 or more instances in the layout --
cell | synthesis | layout
sky130_fd_sc_hd__nand4_1 | 3 | 3
sky130_fd_sc_hd__nand4_2 | 2 | 2
sky130_fd_sc_hd__a21o_2 | 2 | 2
sky130_fd_sc_hd__nand2_1 | 9 | 9
sky130_fd_sc_hd__nor2_1 | 11 | 11
sky130_fd_sc_hd__a31oi_1 | 5 | 5
sky130_fd_sc_hd__inv_1 | 19 | 19
sky130_fd_sc_hd__fa_1 | 7 | 7
sky130_fd_sc_hd__ha_1 | 39 | 39
sky130_fd_sc_hd__o211ai_1 | 4 | 4
sky130_fd_sc_hd__o21ai_0 | 8 | 8
sky130_fd_sc_hd__xnor2_1 | 12 | 12
sky130_fd_sc_hd__a21o_1 | 6 | 6
sky130_fd_sc_hd__a21oi_1 | 20 | 20
sky130_fd_sc_hd__a21oi_2 | 2 | 2
sky130_fd_sc_hd__nand3_1 | 2 | 2
sky130_fd_sc_hd__xor2_1 | 14 | 14
sky130_fd_sc_hd__clkdlybuf4s50_1 | 0 | 83
sky130_fd_sc_hd__o21ai_2 | 2 | 2
-- through the flow --
stage,util (%),instances,area (sq um),hold slack (ns)
after floorplan,-,212,1750,5.77
after global placement,47.1,336,2450,6.64
after detailed placement,47.1,336,2450,6.64
after CTS,47.1,336,2450,6.64
after global routing,47.1,336,2450,6.68
final,47.1,336,2450,6.63
-- where the power goes --
part | switching, uW | internal, uW
registers | 0 | 0
logic | 39.9 | 67.2
clock network | 0 | 0
total | 39.9 | 67.2
-- cells by family after synthesis --
family | Yosys count
adder cells (fa/ha/maj) | 46
multiplexers | 1
AND/OR/NAND/NOR | 33
AND-OR/OR-AND | 58
XOR/XNOR | 26
buffers and inverters | 48
-- final cells by class --
| type | count | area, sq um | share of cell area (%) |
|---|---|---|---|
| inverter | 19 | 71.3 | 2.91 |
| multi-input combinational | 164 | 1460 | 59.7 |
| tap | 70 | 87.6 | 3.57 |
| timing repair buffer | 83 | 831 | 33.9 |
-- worst min path at each step --
| stage | start | end | slack (ns) | cells past startpoint |
|---|---|---|---|---|
| final | in2[0] | sum[0] | 6.63 | 3 |
| after CTS | in2[0] | sum[0] | 6.64 | 3 |
| after global routing | in2[0] | sum[0] | 6.68 | 3 |
Power figures rest on the tool's default switching activity, not on a simulated workload.
